**flow/design.v**
```verilog
module memory_D(clk, wen, a, d, q);
    parameter BITS = 64;
    parameter word_depth = 256;
    parameter addr_width = 8;  
    input clk, wen;  
    input [BITS-1:0] d;
    input [addr_width-1:0] a;
    output [BITS-1:0] q;
    reg [BITS-1:0] mem [0:word_depth-1];
    reg [BITS-1:0] mem_nxt [0:word_depth-1];
    integer i;
    assign q = wen ? d : mem[a];
    always @(*) begin
        for (i=0; i<word_depth; i=i+1)
            mem_nxt[i] = (wen && (a == i)) ? d : mem[i];
    end
    always @(posedge clk) begin
        for (i=0; i<word_depth; i=i+1)
            mem[i] <= mem_nxt[i];
    end
endmodule
module memory_I(clk, wen, a, d, q);
    parameter BITS = 32;
    parameter word_depth = 256;
    parameter addr_width = 8;  
    input clk, wen;  
    input [BITS-1:0] d;
    input [addr_width-1:0] a;
    output [BITS-1:0] q;
    reg [BITS-1:0] mem [0:word_depth-1];
    reg [BITS-1:0] mem_nxt [0:word_depth-1];
    integer i;
    assign q = wen ? d : mem[a];
    always @(*) begin
        for (i=0; i<word_depth; i=i+1)
            mem_nxt[i] = (wen && (a == i)) ? d : mem[i];
    end
    always @(posedge clk) begin
        for (i=0; i<word_depth; i=i+1)
            mem[i] <= mem_nxt[i];
    end
endmodule
```
**flow/run.sh**
```bash
#!/bin/bash
# OpenROAD 26Q1-2900-gdf79404cd8, Yosys 0.63+post, stock flow scripts
make -C /OpenROAD-flow-scripts/flow DESIGN_CONFIG=/design/flow/config.mk WORK_HOME=/design/flow/orfs finish
```
**flow/config.mk**
```make
export PLATFORM = sky130hd
export DESIGN_NAME = memory_D
export DESIGN_NICKNAME = memory_D
export VERILOG_FILES = /design/flow/design.v
export SDC_FILE = /design/flow/constraint.sdc
export NUM_CORES = 4
export LEC_CHECK = 1
export CORE_UTILIZATION = 30
```
**flow/constraint.sdc**
```tcl
current_design memory_D

set clk_period 16.5
set clk_io_pct 0.2

create_clock -name clk0 -period $clk_period [get_ports {clk}]

set non_clock_inputs [all_inputs -no_clocks]
set_input_delay [expr $clk_period * $clk_io_pct] -clock clk0 $non_clock_inputs
set_output_delay [expr $clk_period * $clk_io_pct] -clock clk0 [all_outputs]
```
==> notes.md <==
Summary of the current implementation state.

- After synthesis the cells add up to 598000 µm².
- The final tally of max-slew violations is 63, for reference.
- The script parses the final routing iteration and logs DRC violations as 0.
- The layout filler cell count is 181046, for reference.
- For this run, global-route usage on met3 was measured as 38.3%.
- The beginning of the worst hold path is d[48], for reference.
- The minimum clock period is 15.72 ns, for reference.
- The worst setup path is captured at an output pin.
- The most instantiated flip-flop cell in the synthesis netlist is sky130_fd_sc_hd__edfxtp_1, for reference.
- The area of all placed cells without fillers is 708000 µm², for reference.
- The gate count after technology mapping is 32534, for reference.
- Per the synthesis report, the AND-OR/OR-AND share of the synthesized area is 11.2%.
- The type of the worst setup path is input pin to output pin, for reference.
- The iteration-0 DRC count of the detailed router is 42643, for reference.
- The part of the Yosys area used for sequential elements is 82.3%, for reference.
- The final reports fail on antenna rules, capacitance limit, slew limit.
- The global routing stage identified its most utilized layer as met2.
- The synthesized netlist has a Yosys-reported chip area of 598000 µm².
- The type recorded for the worst min-delay path is input pin to flop.
- For this run, the detailed router's first-pass iteration total came to 10.
- The worst-case max-slew headroom was logged as -17.3%.
- The number of levels in the clock H-tree is 7, for reference.
- The number of distinct library cell variants in the gate-level netlist after synthesis is 73, for reference.
- The worst setup path is launched from an input pin.
- The leftover overflow at the end of global routing is 0, for reference.
- Yosys shows that the main logic family after synthesis is AND-OR/OR-AND gates.
- The largest register by flop count is mem.
- The synthesized area per cell is 18.4 µm², for reference.
- Per the post-route antenna check, the number of violating nets is 1.
- The area of the die is 2000000 µm², for reference.
- The first global-routing pass estimated 4210 mm of wire.
- Before placement the cells fill 30.1% of the core.
- The number of max-capacitance violations reported is 23, for reference.
- Per the TritonCTS log, the buffer count is 1730.
- The hold-fix buffer count after cts is 0, for reference.
- The actual transition at the worst max-transition pin is 1.75 ns, for reference.
- In the placement report, post-DP HPWL is listed as 2240 mm.
- The via count of the first global-routing pass is 400263, for reference.
- In the final layout, the share of cells above drive strength 1 is 16.9%.
- The post-place instance area is 652000 µm², for reference.
- From left edge to right edge, the die measures 1.41 mm.
- Counting along the longest clock path gives a buffer depth of 6.
- In this run, the synthesized area fraction spent on adder and majority cells is recorded as 0%.
- In the global route stage, met2 resource usage came out at 44.3%.
- Total power normalized to cell area comes to 123 nW/µm².
- After layout, the worst path uses 95.3% of the clock period.
- The standard-cell row count is 518, for reference.
- After synthesis, the design contains 32534 cells according to Yosys.
- The static leakage power is 0.218 µW, for reference.
- In the final timing run, aggregate negative setup slack is 0 ns.
- The flip-flop count of the largest register after layout is 16384, for reference.
- The placeable core region is 1990000 µm², for reference.
- The CTS clock-pin slew for the worst setup and hold paths is 0.06 ns, for reference.
- CTS saw 16384 sinks.
- The largest registers in the layout are mem: 16384 flops.
- Per the repair_timing log after CTS, setup buffers inserted total 0.
- In the final report, the number of endpoints failing setup comes to 0.
- The count of state elements after synthesis is 16384, for reference.
- The final tally of hold violations is 0, for reference.
- The congestion estimate from routability-driven global placement came to 1.09.
- The detailed-route via count is 400462, for reference.
- The number of antenna violations at the first check in global routing is 540, for reference.
- Per the timing report, the achievable frequency comes out to 63.6 MHz.
- Setup repair after global routing left no endpoint under its margin.
- Input and output buffers added on the ports amount to 137.
- The run finished, with violations left.
- The last element of the critical path is q[59], for reference.
- For met1 alone, demand over resource in global routing was 28.3%.
- Per the power-grid run, VDD falls by no more than 0.106 mV.
- For reference, simple AND, OR, NAND and NOR cells occupy 4.74% of the area reported after synthesis.
- TritonCTS built the clock tree.
- The cell resize tally after clock tree synthesis is 0, for reference.
- The synthesis-to-finish area growth is 18.5%, for reference.
- The vertical die dimension is 1.41 mm, for reference.
- The portion of synthesized area spent on multiplexers is 0.0467%.
- Per the CTS log, the root buffer master is sky130_fd_sc_hd__clkbuf_16.
- Per the timing report, the biggest fanout along the worst path comes to 33.
- In the final routed layout, each cell accounts on average for 52.2 µm.
- According to the timing report, the arrival time at the worst endpoint equals 12.42 ns.
- The number of warnings in the stage logs is 50, for reference.
- After detailed routing, the number of vias per cell comes to 6.23.
- The required time of the critical path is 13.20 ns, for reference.
- The xor and xnor area share after synthesis is 0.00293%, for reference.
- In this run, synthesis inferred 16384 flip-flops with an integrated enable.
- For this run, the total global-route usage over all layers was measured as 35.5%.
- The proportion of register bits with asynchronous set or reset after synthesis is 0%, for reference.
- The timing startpoint of the critical path is a[1], for reference.
- The maximum number of pins on one net before global-route repair is 134, for reference.
- The final layout contains routed wiring with a total length of 3350 mm.
- 138 I/O pins were placed.
- The synthesis log from Yosys contains 3 warnings.
-- power by group --
part           leakage (µW)  switching (µW)  internal [µW]
clock                0.0261           16400          21400
sequential            0.147            20.6          45900
combinational        0.0447            3070            629
-- cell usage after synthesis, types with 116 or more instances --
library cell	number	area (µm²)
sky130_fd_sc_hd__nand3_1	1216	6090
sky130_fd_sc_hd__a222oi_1	542	5430
sky130_fd_sc_hd__a21oi_1	380	1900
sky130_fd_sc_hd__a221oi_1	345	3020
sky130_fd_sc_hd__nor2_1	513	1930
sky130_fd_sc_hd__edfxtp_1	16384	492000
sky130_fd_sc_hd__a2111oi_0	289	2530
sky130_fd_sc_hd__buf_2	821	4110
sky130_fd_sc_hd__nand4_1	801	5010
sky130_fd_sc_hd__a22o_1	718	6290
sky130_fd_sc_hd__a22oi_1	5180	38900
sky130_fd_sc_hd__nor4_1	417	2610
sky130_fd_sc_hd__buf_1	280	1050
sky130_fd_sc_hd__nor3_1	157	786
sky130_fd_sc_hd__and3_1	1048	6560
sky130_fd_sc_hd__o22ai_1	723	4520
sky130_fd_sc_hd__clkbuf_1	1160	4350
sky130_fd_sc_hd__o211ai_1	120	901
sky130_fd_sc_hd__nand2_1	450	1690
sky130_fd_sc_hd__o22a_1	116	1020
sky130_fd_sc_hd__or4_1	167	1250
-- metal layers --
metal	share of wire, %	vias to the layer above
met2	40	45294
met1	25	197343
met5	1.5	-
li1	-	145575
met4	9.9	893
met3	23	11357
-- how the worst min path moves through the flow --
stage | end | slack, ns | cells past startpoint
after CTS | mem[60][48] | 2.19 | 1
after global routing | mem[136][48] | 2.24 | 1
final | mem[188][48] | 2.22 | 1
-- critical path, cell delays in order --
cell and delay (ns):
sky130_fd_sc_hd__buf_4 0.50, sky130_fd_sc_hd__buf_4 0.72, sky130_fd_sc_hd__or4_4 0.52, sky130_fd_sc_hd__buf_4 0.67, sky130_fd_sc_hd__nor2_4 0.34, sky130_fd_sc_hd__buf_4 0.36, sky130_fd_sc_hd__buf_4 0.34, sky130_fd_sc_hd__a2111oi_0 0.62
sky130_fd_sc_hd__buf_4 0.21, sky130_fd_sc_hd__nand3_1 0.09, sky130_fd_sc_hd__nor4_1 0.42, sky130_fd_sc_hd__buf_4 0.22, sky130_fd_sc_hd__nand4_1 1.16, sky130_fd_sc_hd__buf_4 0.67, sky130_fd_sc_hd__and4b_1 0.94, sky130_fd_sc_hd__o31ai_1 0.34
sky130_fd_sc_hd__buf_4 0.24, sky130_fd_sc_hd__clkdlybuf4s50_1 0.44
-- cell type report --
cell class              instances  area (µm²)  area share (%)
flip-flops and latches      16384      492000            69.5
multi-input cells           13814      100000            14.1
clock buffers                2089       45100            6.37
well taps                   26520       33200            4.69
repair buffers               3259       26500            3.74
clock inverters               959        8130            1.15
diodes                       1261        3160           0.446
inverters                       3        11.3         0.00159
-- through the flow --
stage / hold WS [ns] / instances / power, µW / utilization [%] / setup WS, ns
2_1_floorplan: 3.40 / 32534 / 47400 / - / 7.29
3_3_place_gp: 3.70 / 59928 / 50100 / 32.7 / 0.901
3_5_place_dp: 3.71 / 59972 / 50100 / 32.8 / 1.62
4_1_cts: 2.19 / 63020 / 86900 / 35.5 / 1.61
5_1_grt: 2.24 / 63823 / 88700 / 35.6 / 1.46
6_report: 2.22 / 64289 / 87300 / 35.6 / 0.782
-- kinds of logic after synthesis --
logic type             count (synthesis)
multiplexers                          25
AND-OR/OR-AND                       8753
flip-flops                         16384
AND/OR/NAND/NOR                     5034
XOR/XNOR                               2
buffers and inverters               2336
-- placed cells by master, fill, tap and decap left out, drive strengths merged, types with 66 or more instances in the layout --
cell	n
a22o	718
nand4	801
o211ai	120
nor4	418
a21oi	380
clkinv	758
edfxtp	16384
and4	68
buf	3194
and3	1048
bufinv	136
a221oi	345
o22ai	723
nor3	157
a222oi	542
o21ai	66
diode	1261
nand3	1216
o22a	116
a2111oi	292
nand2	450
or4	167
a22oi	5180
clkbuf	2089
nor2	526
Power is estimated from default activity; no workload was simulated.
